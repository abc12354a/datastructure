$ cat design/flow/design.v
module test3(clk,set,cs,mr,my,mg,cr,cy,cg,count,segout,segout2,clk_divide,count_c,segout3,segout4,Em,Ec);
input clk,set,cs;		   
input Em,Ec;
output mr,my,mg,cr,cy,cg;
output[7:0] count;
output[7:0] count_c;
output[6:0] segout;
output[6:0] segout2;
output[6:0] segout3;
output[6:0] segout4;
output clk_divide;
reg mr;
reg my;
reg mg;
reg cr;
reg cy;
reg cg;
reg[2:0] state;
reg[7:0] count;		   
reg[7:0] count_c;
reg[2:0] m;
reg[2:0] c;
wire clk_divide;
parameter mgcr = 3'd0,
		  mycr = 3'd1,
		  mrcg = 3'd2,
		  mrcy = 3'd3,
		  NOC  = 3'd4;
always @(posedge clk_divide or posedge set)
	begin					   
		if(set)               
			begin
				m <= 3'b001;          
				c <= 3'b100;
				count <= 8'd25;           
				count_c <= 8'd30;
				state <= mgcr;		   
			end
		else
			if(Em == 1 || Ec == 1)
				begin
					if(Em == 1)
						begin
							count <= 0;
							count_c <= 99;
							mr <= 1'b0;
							my <= 1'b0;
							mg <= 1'b1;
							cr <= 1'b1;
							cy <= 1'b0;
							cg <= 1'b0;
						end
					else
						begin
							count <= 99;
							count_c <= 0;
							mr <= 1'b1;
							my <= 1'b0;
							mg <= 1'b1;
							cr <= 1'b0;
							cy <= 1'b0;
							cg <= 1'b1;
						end
				end
			else
					begin
						case(state)
							mgcr:
							begin
								if(cs == 0)
									begin
										if(count == 1)
											begin
												state <= NOC;
												count_c <= 8'd99;
												count <= 8'd99;
											end
										else
											begin
												count <= count - 1'b1;
												count_c	<= count_c - 1'b1;
												state <= mgcr;
												m <= 3'b001;
												c <= 3'b100;
												mr <= 1'b0;
												my <= 1'b0;
												mg <= 1'b1;
												cr <= 1'b1;
												cy <= 1'b0;
												cg <= 1'b0;
											end
									end
								if(count == 1)
									begin
										state <= mycr;
										count <= 8'd5;
										count_c <= 8'd5;
									end
								else
									begin
										count <= count - 1'b1;
										count_c <= count_c - 1'b1;
										m <= 3'b001;
	 									c <= 3'b100;
	 									mr <= 1'b0;
	 									my <= 1'b0;
	 									mg <= 1'b1;
	 									cr <= 1'b1;
	 									cy <= 1'b0;
	 									cg <= 1'b0;
										state <= mgcr;
	 								end
							end
							mycr:
							begin
								if(cs == 0)
									begin
										if(count_c == 1)
											begin
												state <= NOC;
												count_c <= 8'd99;
												count <= 8'd99;
											end
										else
											begin
												count <= count - 1'b1;
												count_c	<= count_c - 1'b1;
												state <= mycr;
												m <= 3'b010;
												c <= 3'b100;
												mr <= 1'b0;
												my <= 1'b1;
												mg <= 1'b0;
												cy <= 1'b0;
												cr <= 1'b1;
												cg <= 1'b0;
											end
									end
	 							if(count_c == 1)
	 								begin
	 									state <= mrcg;
	 									count <= 8'd21;
	 									count_c <= 8'd16;
									end
								else
									begin
	 									count <= count - 1'b1;
	 									count_c <= count_c - 1'b1;
	 									m <= 3'b010;
	 									c <= 3'b100;
	 									mr <= 1'b0;
	 									my <= 1'b1;
	 									mg <= 1'b0;
	 									cy <= 1'b0;
										cr <= 1'b1;
 										cg <= 1'b0;
	 									state <= mycr;
	 								end 
							end
							mrcg:
							begin
								if(cs == 0)
									begin
										if(count_c == 1)
											begin
												state <= NOC;
												count_c <= 8'd99;
												count <= 8'd99;
											end
										else
											begin
												count <= count - 1'b1;
												count_c	<= count_c - 1'b1;
												m <= 3'b100;
												c <= 3'b001;
												mr <= 1'b1;
												my <= 1'b0;
												mg <= 1'b0;
												cy <= 1'b0;
												cr <= 1'b0;
												cg <= 1'b1;
												state <= mrcg;
											end
									end
	 							if(count_c == 1)
	 								begin
	 									state <= mrcy;
	 									count_c <= 8'd5;
										count <= 8'd5;
	 								end
	 							else
									begin
	 									count <= count - 1'b1;
	 									count_c <= count_c - 1'b1;
	 									m <= 3'b100;
	 									c <= 3'b001;
	 									mr <= 1'b1;
	 									my <= 1'b0;
	 									mg <= 1'b0;
	 									cy <= 1'b0;
	 									cr <= 1'b0;
	 									cg <= 1'b1;
										state <= mrcg;
	 								end
							end
							mrcy:
							begin
								if(cs == 0)
									begin
										if(count_c == 1)
											begin
												state <= NOC;
												count_c <= 8'd99;
												count <= 8'd99;
											end
										else
											begin
												count <= count - 1'b1;
												count_c	<= count_c - 1'b1;
												m <= 3'b100;
												c <= 3'b010;
												mr <= 1'b1;
												my <= 1'b0;
												mg <= 1'b0;
												cy <= 1'b1;
												cr <= 1'b0;
												cg <= 1'b0; 
												state <= mrcy;
											end
									end
	 							if(count == 1)
	 								begin
	 									state <= mgcr;
	 									count <= 8'd25;
	 									count_c <= 8'd30;
									end
 								else
	 								begin
	 									count <= count - 1'b1;
	 									count_c <= count_c - 1'b1;
	 									m <= 3'b100;
	 									c <= 3'b010;
										mr <= 1'b1;
										my <= 1'b0;
	 									mg <= 1'b0;
	 									cy <= 1'b1;
	 									cr <= 1'b0;
	 									cg <= 1'b0; 
	 									state <= mrcy;
	 							    end
							end
							NOC:
							begin
								if(cs == 1)
									begin
										state <= mgcr;
										count <= 8'd25;
	 									count_c <= 8'd30;
									end
								else
									begin
										m <= 3'b000;
	 									c <= 3'b000;
										mr <= 1'b0;
										my <= 1'b0;
	 									mg <= 1'b1;
	 									cy <= 1'b0;
	 									cr <= 1'b1;
	 									cg <= 1'b0;
										count <= 99;
										count_c <= 99;
										state <= NOC;
									end
							end 
						endcase
					end
	end
show   		st(.clk(clk_divide),.rst_n(set),.data(count),.data2(count_c),.seg(segout),.seg2(segout2),.seg3(segout3),.seg4(segout4));
divide 	    d1(.clk(clk),.rst_n(set),.clk_divide(clk_divide));
endmodule 
module divide(clk,rst_n,clk_divide);
input clk,rst_n;
output clk_divide;
reg [31:0]cnt;
reg clk_divide;
always@(posedge clk or posedge rst_n)
	begin
		if(rst_n)                              
			cnt<=0;
		else 
			begin
				cnt<=cnt+1'b1;
				clk_divide<=cnt[2]; 
			end
	end
endmodule
module seg(clk_divide,rst_n,data,data2,seg,seg2,seg3,seg4);
input clk_divide,rst_n;
input [7:0]data;
input [7:0]data2;
output [6:0]seg;
output [6:0]seg2;
output [6:0]seg3;
output [6:0]seg4;
reg [6:0]seg;
reg [6:0]seg2;
reg [6:0]seg3;
reg [6:0]seg4;
reg [3:0]seg_reg;
reg [3:0]seg_reg2;
reg [3:0]seg_reg3;
reg [3:0]seg_reg4;
reg [27:0]TCnt;
always@(data2)
	begin
		if(data2 > 9)
			begin
				case (data2)
					10:
						begin
							seg_reg3 <= 0;
							seg_reg4 <= 1;
						end
					11:
						begin
							seg_reg3 <= 1;
							seg_reg4 <= 1;
						end
					12:
						begin
							seg_reg3 <= 2;
							seg_reg4 <= 1;
						end
					13:
						begin
							seg_reg3 <= 3;
							seg_reg4 <= 1;
						end
					14:
						begin
							seg_reg3 <= 4;
							seg_reg4 <= 1;
						end
					15:
						begin
							seg_reg3 <= 5;
							seg_reg4 <= 1;
						end
					16:
						begin
							seg_reg3 <= 6;
							seg_reg4 <= 1;
						end
					17:
						begin
							seg_reg3 <= 7;
							seg_reg4 <= 1;
						end
					18:
						begin
							seg_reg3 <= 8;
							seg_reg4 <= 1;
						end
					19:
						begin
							seg_reg3 <= 9;
							seg_reg4 <= 1;
						end
					20:
						begin
							seg_reg3 <= 0;
							seg_reg4 <= 2;
						end
					21:
						begin
							seg_reg3 <= 1;
							seg_reg4 <= 2;
						end
					22:
						begin
							seg_reg3 <= 2;
							seg_reg4 <= 2;
						end
					23:
						begin
							seg_reg3 <= 3;
							seg_reg4 <= 2;
						end
					24:
						begin
							seg_reg3 <= 4;
							seg_reg4 <= 2;
						end
					25:
						begin
							seg_reg3 <= 5;
							seg_reg4 <= 2;
						end
					26:
						begin
							seg_reg3 <= 6;
							seg_reg4 <= 2;
						end
					27:
						begin
							seg_reg3 <= 7;
							seg_reg4 <= 2;
						end
					28:
						begin
							seg_reg3 <= 8;
							seg_reg4 <= 2;
						end
					29:
						begin
							seg_reg3 <= 9;
							seg_reg4 <= 2;
						end
					30:
						begin
							seg_reg3 <= 0;
							seg_reg4 <= 3;
						end
					98:
						begin
							seg_reg3 <= 8;
							seg_reg4 <= 9;
						end
					98:
						begin
							seg_reg3 <= 9;
							seg_reg4 <= 9;
						end
				endcase
			end
		else
			begin
				seg_reg4 <= 0;
				seg_reg3 <= data2;
			end
	end
always@(data)
	begin
		if(data > 9)
			begin
				case (data)
					10:
						begin
							seg_reg <= 0;
							seg_reg2<= 1;
						end
					11:
						begin
							seg_reg <= 1;
							seg_reg2 <= 1;
						end
					12:
						begin
							seg_reg <= 2;
							seg_reg2 <= 1;
						end
					13:
						begin
							seg_reg <= 3;
							seg_reg2 <= 1;
						end
					14:
						begin
							seg_reg <= 4;
							seg_reg2 <= 1;
						end
					15:
						begin
							seg_reg <= 5;
							seg_reg2 <= 1;
						end
					16:
						begin
							seg_reg <= 6;
							seg_reg2 <= 1;
						end
					17:
						begin
							seg_reg <= 7;
							seg_reg2 <= 1;
						end
					18:
						begin
							seg_reg <= 8;
							seg_reg2 <= 1;
						end
					19:
						begin
							seg_reg <= 9;
							seg_reg2 <= 1;
						end
					20:
						begin
							seg_reg <= 0;
							seg_reg2 <= 2;
						end
					21:
						begin
							seg_reg <= 1;
							seg_reg2 <= 2;
						end
					22:
						begin
							seg_reg <= 2;
							seg_reg2 <= 2;
						end
					23:
						begin
							seg_reg <= 3;
							seg_reg2 <= 2;
						end
					24:
						begin
							seg_reg <= 4;
							seg_reg2 <= 2;
						end
					25:
						begin
							seg_reg <= 5;
							seg_reg2 <= 2;
						end
					26:
						begin
							seg_reg <= 6;
							seg_reg2 <= 2;
						end
					27:
						begin
							seg_reg <= 7;
							seg_reg2 <= 2;
						end
					28:
						begin
							seg_reg <= 8;
							seg_reg2 <= 2;
						end
					29:
						begin
							seg_reg <= 9;
							seg_reg2 <= 2;
						end
					30:
						begin
							seg_reg <= 0;
							seg_reg2 <= 3;
						end
					98:
						begin
							seg_reg <= 8;
							seg_reg2 <= 9;
						end
					99:
						begin
							seg_reg <= 9;
							seg_reg2 <= 9;
						end
				endcase
			end
		else
			begin
				seg_reg2 <= 0;
				seg_reg <= data;
			end
	end
always@(posedge clk_divide or posedge rst_n)
	begin
		if(rst_n)
			begin
				seg<=7'b1111111;
				seg2<=7'b1111111;
				seg3<=7'b1111111;
				seg4<=7'b1111111;
			end
		else 
			begin
				case(seg_reg)
					0:seg=7'b0000001;
					1:seg=7'b1001111;
					2:seg=7'b0010010;
					3:seg=7'b0000110;
					4:seg=7'b1001100;
					5:seg=7'b0100100;
					6:seg=7'b0100000;
					7:seg=7'b0001111;
					8:seg=7'b0000000;
					9:seg=7'b0000100;
					default:seg<=7'b1111111;
				endcase
				case(seg_reg2)
					0:seg2=7'b0000001;
					1:seg2=7'b1001111;
					2:seg2=7'b0010010;
					3:seg2=7'b0000110;
					4:seg2=7'b1001100;
					5:seg2=7'b0100100;
					6:seg2=7'b0100000;
					7:seg2=7'b0001111;
					8:seg2=7'b0000000;
					9:seg2=7'b0000100;
					default:seg2<=7'b1111111;
				endcase
				case(seg_reg3)
					0:seg3=7'b0000001;
					1:seg3=7'b1001111;
					2:seg3=7'b0010010;
					3:seg3=7'b0000110;
					4:seg3=7'b1001100;
					5:seg3=7'b0100100;
					6:seg3=7'b0100000;
					7:seg3=7'b0001111;
					8:seg3=7'b0000000;
					9:seg3=7'b0000100;
					default:seg3<=7'b1111111;
				endcase
				case(seg_reg4)
					0:seg4=7'b0000001;
					1:seg4=7'b1001111;
					2:seg4=7'b0010010;
					3:seg4=7'b0000110;
					4:seg4=7'b1001100;
					5:seg4=7'b0100100;
					6:seg4=7'b0100000;
					7:seg4=7'b0001111;
					8:seg4=7'b0000000;
					9:seg4=7'b0000100;
					default:seg4<=7'b1111111;
				endcase
			end
	end
endmodule
module show(clk,rst_n,data,data2,seg,seg2,seg3,seg4);
input clk,rst_n;
input [7:0]data;
input [7:0]data2;
output [6:0]seg;
output [6:0]seg2;
output [6:0]seg3;
output [6:0]seg4;
wire [6:0]seg;
wire [6:0]seg2;
wire [6:0]seg3;
wire [6:0]seg4;
seg 	    sg(.clk_divide(clk),.rst_n(rst_n),.data2(data2),.data(data),.seg(seg),.seg2(seg2),.seg3(seg3),.seg4(seg4));
endmodule
$ cat design/flow/constraint.sdc
current_design test3

set clk_period 2.3
set clk_io_pct 0.2

create_clock -name clk0 -period $clk_period [get_ports {clk}]

set non_clock_inputs [all_inputs -no_clocks]
set_input_delay [expr $clk_period * $clk_io_pct] -clock clk0 $non_clock_inputs
set_output_delay [expr $clk_period * $clk_io_pct] -clock clk0 [all_outputs]
$ cat design/flow/config.mk
export PLATFORM = sky130hd
export DESIGN_NAME = test3
export DESIGN_NICKNAME = test3
export VERILOG_FILES = /design/flow/design.v
export SDC_FILE = /design/flow/constraint.sdc
export NUM_CORES = 4
export LEC_CHECK = 1
export CORE_UTILIZATION = 50
$ cat design/flow/run.sh
#!/bin/bash
# OpenROAD 26Q1-2900-gdf79404cd8, Yosys 0.63+post, stock flow scripts
make -C /OpenROAD-flow-scripts/flow DESIGN_CONFIG=/design/flow/config.mk WORK_HOME=/design/flow/orfs finish
==> flow_metrics.env <==
# source this file to load flow results
export IMPL_cts_resized=0
export IMPL_unclocked_regs=67
export IMPL_fin_crit_ns=1.60
export IMPL_fin_skew_ns=0.00759
export IMPL_yosysChipArea_um2=4210
export IMPL_via_per_inst=5.75
export IMPL_ctsHoldBuffers=0
export IMPL_grt_pass1_vias=3341
export IMPL_hold_viol=0
export IMPL_largest_reg_flops=11
export IMPL_switchingPower_mw=0.177
export IMPL_synth_cells=474
export IMPL_cts_tree="yes"
export IMPL_p_total_mw=0.525
export IMPL_rows=33
export IMPL_ff_type="dfstp_2"
export IMPL_drive_above_1_share_pct=12.4
export IMPL_cp_arrival_ns=1.14
export IMPL_ioPinCount=56
export IMPL_post_drt_wl_per_cell_um=15.7
export IMPL_wirelength_um=9610
export IMPL_required_ns=1.84
export IMPL_critPathTopFamily="buffers and inverters"
export IMPL_route_detailed_drc=0
export IMPL_rsz0062_at_grt="no"
export IMPL_p_sw_share_pct=33.7
export IMPL_ys_flops=71
export IMPL_first_pass_iters=5
export IMPL_clkPwrFrac_pct=29.8
export IMPL_synth_cell_type_count=73
export IMPL_grt_pass1_wl_um=16500
export IMPL_vias=3521
export IMPL_clk_pin_slew_ns=0.04
export IMPL_ir_drop_mv=0.0990
export IMPL_setup_violations=0
export IMPL_max_slew_margin_pct=39.6
export IMPL_ant_nets=0
export IMPL_fin_setup_tns_ns=0
export IMPL_p_seq_share_pct=33.2
export IMPL_dieArea_um2=8780
export IMPL_async_flop_share_pct=70.4
export IMPL_report_final_slew_viol_count=0
export IMPL_crit_chain="clkdlybuf4s50_1"
export IMPL_htreeDepth=1
export IMPL_synthToLayoutAreaGrowth_pct=14.0
export IMPL_hpwlAfterDp_um=7100
export IMPL_pwr_share_comb_pct=37.0
export IMPL_synth_avg_cell_area_um2=8.87
export IMPL_max_stage_delay_ns=0.49
export IMPL_critical_path_peak_fanout=6
export IMPL_clk_latency_ns=0.22
export IMPL_untimed_endpoints=123
export IMPL_antenna_cells=0
export IMPL_ys_warn_count=3
export IMPL_drv_cap=0
export IMPL_fp_util_pct=51.4
export IMPL_grt_max_degree=50
export IMPL_pwr_density_cell_nw_per_um2=109
export IMPL_path_buffers=1
export IMPL_tightest_slew_ns=0.901
export IMPL_endpoint_kind="primary output"
export IMPL_cts_path_max_buffers=2
export IMPL_grt_usage_pct=24.1
export IMPL_status="finished clean"
export IMPL_cts_root_buf="clkbuf_8"
export IMPL_crit_type="flop to primary output"
export IMPL_gp_congestion=0.876
export IMPL_fmaxAchievable_mhz=627
export IMPL_die_h_um=93.7
export IMPL_first_iter_violations=152
export IMPL_startpoint_type="flop"
export IMPL_post_route_period_util_pct=69.4
export IMPL_die_w_um=93.7
export IMPL_yosys_cells=474
export IMPL_hold_path_class="flop to flop"
export IMPL_p_leak_nw=1.93
export IMPL_core_area_um2=8180
export IMPL_intPower_mw=0.348
export IMPL_edf_count=7
export IMPL_overflow=0
export IMPL_cts_setup_buffers=0
export IMPL_crit_slowest_cell="clkdlybuf4s50_1"
export IMPL_log_warning_count=43
export IMPL_cts_buffers=3
export IMPL_synth_area_um2=4210
export IMPL_portBuffers=55
export IMPL_antenna_found_initial=0
==> stage by stage <==
stage / std cells / hold WS, ns / area [um2] / setup WS, ns / utilization [%]
finish: 612 / 0.425 / 4790 / 0.704 / 58.6
global route: 612 / 0.460 / 4790 / 0.619 / 58.6
detailed placement: 608 / 0.426 / 4750 / 0.868 / 58.1
CTS: 612 / 0.432 / 4790 / 0.683 / 58.6
floorplan: 474 / 0.401 / 4210 / 0.392 / -
global placement: 608 / 0.415 / 4750 / 0.897 / 58.1
==> cells in the mapped netlist (all sizes together), types with 5 or more instances <==
master / instances / area (um2)
nand2b: 13 / 81.3
nor2: 51 / 210
nand2: 38 / 143
o21ai: 34 / 178
or2: 5 / 31.3
nand3: 9 / 45.0
nor4: 7 / 65.1
edfxtp: 7 / 210
inv: 27 / 101
buf: 17 / 115
a31oi: 18 / 113
nor2b: 6 / 37.5
or3: 6 / 37.5
o211ai: 8 / 60.1
dfrtp: 16 / 400
nor3: 12 / 76.3
dlxtn: 14 / 210
dfstp: 34 / 893
ha: 24 / 300
a21oi: 42 / 210
clkbuf: 12 / 45.0
==> layout by cell type, fill, tap and decap left out, types with 3 or more instances in the layout <==
master           synthesis  routed
o211ai_1                 8       8
buf_4                    3       3
dlxtn_1                 14      14
dfrtp_1                 16      16
o22a_1                   4       4
nand2_1                 38      38
a211o_1                  4       4
a21oi_1                 42      42
nand3_1                  9       9
xnor2_1                  3       3
clkbuf_8                 0       3
o22ai_1                  4       4
nand2b_1                13      13
nor2_1                  49      49
inv_1                   27      26
nor2b_1                  6       6
or3_1                    6       6
clkdlybuf4s50_1          0      55
nor3_1                  10      10
a221oi_1                 4       4
o21ai_0                 31      31
ha_1                    24      24
and2_1                   3       3
a31oi_1                 18      18
dfstp_2                 34      34
edfxtp_1                 7       7
nor4_1                   5       5
or2_2                    5       5
o21a_1                   3       3
xor2_1                   4       4
and3_1                   3       3
==> cells by family after synthesis <==
kind of cell,after synthesis,synth area share (%)
compound gates,149,23.4
xor+xnor,7,1.46
fa+ha+maj,24,7.14
buf+inv,56,6.22
flops,57,35.8
latches,14,5.00
mux,2,0.506
simple gates,165,20.5
==> routing by layer <==
layer  global-route usage (%)  up-vias  wire length (um)
li1                         -     1749                 -
met1                     39.0     1674              4710
met3                    0.823        6               295
met2                     38.8       92              4530
met4                     2.95        0                72
met5                        0        -                 0
==> final timing paths <==
path | from | end | slack (ns) | depth (start not counted)
min | d1.cnt[0] | d1.cnt[0] | 0.43 | 1
min in group asynchronous | set | d1.cnt[0] | 0.49 | 2
max reg2reg | d1.cnt[0] | d1.cnt[2] | 1.43 | 2
max in group asynchronous | set | d1.cnt[1] | 1.62 | 2
max | d1.clk_divide | clk_divide | 0.70 | 1
min reg2reg | d1.cnt[0] | d1.cnt[0] | 0.43 | 1
==> worst register-to-register path, cell delays in order, from the launching register on <==
cell and delay [ns]:
dfrtp_1 0.37, ha_1 0.21, xor2_1 0.16
==> cell type report <==
class | count | area [um2]
timing repair buffer | 58 | 573
inverter | 27 | 101
clock buffer | 4 | 45.0
multi-input combinational | 347 | 2230
fill | 738 | 3380
tap | 105 | 131
sequential | 71 | 1710
==> power groups by stage <==
stage | Combinational (mW) | Clock [mW] | Sequential [mW]
after CTS | 0.197 | 0.162 | 0.174
after global routing | 0.222 | 0.170 | 0.178
final | 0.194 | 0.156 | 0.174
Power figures rest on the tool's default switching activity, not on a simulated workload.

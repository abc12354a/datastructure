`./run.sh`:
```
#!/bin/bash
# OpenROAD 26Q1-2900-gdf79404cd8, Yosys 0.63+post, stock flow scripts
make -C /OpenROAD-flow-scripts/flow DESIGN_CONFIG=/design/flow/config.mk WORK_HOME=/design/flow/orfs finish
```
`./config.mk`:
```
export PLATFORM = sky130hd
export DESIGN_NAME = counter
export DESIGN_NICKNAME = counter
export VERILOG_FILES = /design/flow/design.v
export SDC_FILE = /design/flow/constraint.sdc
export NUM_CORES = 4
export LEC_CHECK = 1
export CORE_AREA = 10 10 76 76
export DIE_AREA = 0 0 86 86
```
`./constraint.sdc`:
```
current_design counter

set clk_period 3.1
set clk_io_pct 0.2

create_clock -name clk0 -period $clk_period [get_ports {clk}]

set non_clock_inputs [all_inputs -no_clocks]
set_input_delay [expr $clk_period * $clk_io_pct] -clock clk0 $non_clock_inputs
set_output_delay [expr $clk_period * $clk_io_pct] -clock clk0 [all_outputs]
```
`./design.v`:
```
module counter(iraddr,load,clk,rst_clk,pcaddr);
input[15:0] iraddr;
input load,clk,rst_clk;
output[15:0]pcaddr;
reg pcaddr;
always @(posedge clk) begin
  if (rst_clk == 1) begin
    pcaddr <= 16'b0000000000000000;
  end
  else begin
    if (load) begin
      pcaddr <= iraddr;
    end
    else begin
      pcaddr <= pcaddr+1;
    end
  end
end
endmodule
```
==> results.ini <==
[synthesis]
ys_seq_share_pct = 38.8
edf_count = 0
synthArstFlopShare_pct = 0
yosys-top-cells-count = dfxtp_1 (16), nor2_1 (13), nand2_1 (9), xnor2_1 (8)
synth.avg_cell_area_sq_um = 8.25
yosysCellCount = 100
synthTopCellsByArea = dfxtp_1 (39%), xnor2_1 (8.5%), a211oi_1 (6.4%)
synth.distinct_cells = 28
top_area_share_pct = 38.8
ys_area_sq_um = 825
synth_flops = 16
ff_type = dfxtp_1
most_common_cell = dfxtp_1
yosysTopAreaCell = dfxtp_1
synthCells = 100
yosysWarnings = 1
syn_area_sq_um = 825

[sta]
clock-skew-final_ps = 3.09
worst_slew_pin_slew_ps = 661
drv_slew = 0
fmax_ghz = 0.481
setup_viol = 0
period_needed_ps = 2080
timing.hold.ws_ps = 535
fin_tns_setup_ps = 0
hold_violations = 0
grt_setup_unrepaired = false
slew_headroom_pct = 55.9
timing.final.crit_share_pct = 67.0

[die]
rows = 23
fp_util_pct = 20.0
io_pins = 35
core-area_sq_um = 4120
fp.dieW_microns = 86
die_area_sq_um = 7400
die_h_microns = 86

[setup_path]
crit_required_ps = 3230
critPathKind = in -> reg
critPathMaxStageDelay_ps = 570
worst_path_max_delay_cell = inv_1
path_max_fanout = 24
critPathCaptureType = flip-flop
startpoint_type = input port
crit_arrival_ps = 2210
crit_chain = clkdlybuf4s50_1 -> inv_1 -> nor2_1 -> a2111oi_0
path_delay_family = buffers and inverters
path_buffers = 2
r2r_slack_ps = 1340

[placement]
dp.cells = 179
routabilityCongestion = 0.746
hpwl_microns = 1780
numPortBuffers = 34

[route]
wl_met1_microns = 1100
drc = 0
antenna_cells = 0
first_pass_iters = 4
routed.top_layer = met4
wl_per_cell_microns = 12.6
met2_length_microns = 883
vias = 771
routed_wl_microns = 2290
wl_met3_microns = 296
drt_iter0_drc = 61
postRouteAntennaNets = 0
avgViaCountPerCell = 4.24

[outcome]
status = completed

[flow_run]
maxCapViolCount = 0
tool_warnings = 25

[power_and_ir_drop]
finalPower_mw = 0.478
p_leak_nw = 0.413
p_per_area_nw_per_um2 = 386
vdd.ir_drop.worst_v = 0.000246

[clocking]
clock_path_buffers = 2
cts_root_buf = clkbuf_8
cts_hold_buf = 0
path_clk_slew_ps = 60
numCtsBuffers = 3
clk_latency_ps = 250
cts_num_sinks = 16
cts_resized = 0
post_cts_buffers = 0
cts_tree = built
h-tree-depth = 1

[global_routing]
grt.overflow.total = 0
grt_max_degree = 25
grt_pass1_wl_microns = 3740
first_global_vias = 751
grt_usage_pct = 6.22
antenna_found_initial = 0

[final_layout]
area_growth_pct = 50.2
biggestRegsByFlops = pcaddr x16
layout-drive-gt1-share_pct = 3.79
fill_cells = 439
finalNonFillerCells = 182
largest_reg_flops = 16
regMostFlops = pcaddr

[worst_hold_path]
hp-class = reg -> reg

-- stage by stage --
stage               setup slack, ps  cell area (sq um)  utilization [%]
floorplan                      1500                825                -
CTS                            1010               1240             30.1
finish                         1020               1240             30.1
global route                    782               1240             30.1
detailed placement              748               1200             29.1
global placement                799               1200             29.1
-- worst min-delay path: stages, from the launching register on --
cell	delay (ps)
dfxtp_1	330
o31ai_1	70
a311oi_1	80
-- cells in the final DEF (no fill, tap or decap) --
master	netlist	routed
a2111oi_0	1	1
a211oi_1	7	7
a21oi_1	5	5
a311oi_1	2	2
and3_1	1	1
clkbuf_8	0	3
clkdlybuf4s50_1	0	34
dfxtp_1	16	16
ha_1	1	1
inv_1	3	3
mux2i_1	1	1
nand2_1	9	9
nand3_1	7	7
nand4_1	2	2
nand4_2	1	1
nor2_1	13	13
nor2b_1	1	1
nor3_1	5	5
nor4_1	3	3
o21ai_0	1	1
o21bai_1	1	1
o31ai_1	1	1
or3_1	1	1
or3_2	1	1
or4_1	1	1
xnor2_1	8	8
xor2_1	3	3
-- cell type report --
class                      count  area, sq um  share of cell area (%)
timing repair buffer          34          340                    27.5
tap                           50         62.6                    5.05
inverter                       3         11.3                   0.909
sequential                    16          320                    25.9
clock buffer                   3         41.3                    3.33
multi-input combinational     76          463                    37.4
-- power by group --
part / leakage (nW) / total (mW) / switching, mW / internal (mW)
registers: 0.133 / 0.239 / 0.0187 / 0.220
clock network: 0.0216 / 0.154 / 0.0678 / 0.0861
logic: 0.259 / 0.0847 / 0.0260 / 0.0587
-- logic make-up (layout without fill, tap and decap cells) --
kind of cell,count (synthesis),after routing,share of synthesized area (%)
simple gates,45,45,26.7
buf+inv,8,40,5.01
mux,1,1,1.21
xor+xnor,11,11,11.7
fa+ha+maj,1,1,1.52
compound gates,18,18,15.0
flops,16,16,38.8
-- worst paths after layout --
kind                                             from               endpoint  cells after the start
worst max-delay path                             load  pcaddr[15]$_SDFF_PP0_                      4
worst min-delay path            pcaddr[14]$_SDFF_PP0_  pcaddr[14]$_SDFF_PP0_                      2
worst max register to register   pcaddr[7]$_SDFF_PP0_  pcaddr[14]$_SDFF_PP0_                      4
worst min register to register  pcaddr[14]$_SDFF_PP0_  pcaddr[14]$_SDFF_PP0_                      2
-- layer usage --
metal,vias up,global-route usage (%)
li1,422,-
met4,0,0.449
met5,-,0
met3,2,4.10
met1,320,8.92
met2,27,7.78
Power and IR drop assume default switching activity.

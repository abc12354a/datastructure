==> design.v <==
module traffic(clk,set,cs,mr,my,mg,cr,cy,cg,count,count_c,Em,Ec);
input clk,set,cs;		   
input Em,Ec;
output mr,my,mg,cr,cy,cg;
output[7:0] count;
output[7:0] count_c;
reg mr;
reg my;
reg mg;
reg cr;
reg cy;
reg cg;
reg[2:0] state;
reg[7:0] count;		   
reg[7:0] count_c;   
reg[2:0] m;
reg[2:0] c;
parameter mgcr = 3'd0,
		  mycr = 3'd1,
		  mrcg = 3'd2,
		  mrcy = 3'd3,
		  NOC  = 3'd4;
always @(posedge clk or posedge set)
	begin					   
		if(set)               
			begin
				m <= 3'b001;          
				c <= 3'b100;
				count <= 8'd25;           
				count_c <= 8'd30;
				state <= mgcr;		   
			end
		else
			if(Em == 1 || Ec == 1)
				begin
					if(Em == 1)
						begin
							mr <= 1'b0;
							my <= 1'b0;
							mg <= 1'b1;
							cr <= 1'b1;
							cy <= 1'b0;
							cg <= 1'b0;
						end
					else
						begin
							mr <= 1'b1;
							my <= 1'b0;
							mg <= 1'b0;
							cr <= 1'b0;
							cy <= 1'b0;
							cg <= 1'b1;
						end
				end
			else
                begin
                    case(state)
                        mgcr:
                        begin
                            if(cs == 0)
                                begin
                                    if(count == 1)
                                        begin
                                            state <= NOC;
                                            count_c <= 8'd0;
                                            count <= 8'd0;
                                        end
                                    else
                                        begin
                                            count <= count - 1'b1;
                                            count_c	<= count_c - 1'b1;
                                            state <= mgcr;
                                            m <= 3'b001;
                                            c <= 3'b100;
                                            mr <= 1'b0;
                                            my <= 1'b0;
                                            mg <= 1'b1;
                                            cr <= 1'b1;
                                            cy <= 1'b0;
                                            cg <= 1'b0;
                                        end
                                end
                            else
                                begin
                                    if(count == 1)
                                        begin
                                            state <= mycr;
                                            count <= 8'd5;
                                            count_c <= 8'd5;
                                        end
                                    else
                                        begin
                                            count <= count - 1'b1;
                                            count_c <= count_c - 1'b1;
                                            m <= 3'b001;
                                            c <= 3'b100;
                                            mr <= 1'b0;
                                            my <= 1'b0;
                                            mg <= 1'b1;
                                            cr <= 1'b1;
                                            cy <= 1'b0;
                                            cg <= 1'b0;
                                            state <= mgcr;
                                        end
                                end
                        end
                        mycr:
                        begin
                            if(cs == 0)
                                begin
                                    if(count_c == 1)
                                        begin
                                            state <= NOC;
                                            count_c <= 8'd0;
                                            count <= 8'd0;
                                        end
                                    else
                                        begin
                                            count <= count - 1'b1;
                                            count_c	<= count_c - 1'b1;
                                            state <= mycr;
                                            m <= 3'b010;
                                            c <= 3'b100;
                                            mr <= 1'b0;
                                            my <= 1'b1;
                                            mg <= 1'b0;
                                            cy <= 1'b0;
                                            cr <= 1'b1;
                                            cg <= 1'b0;
                                        end
                                end
                            else
                                begin
                                    if(count_c == 1)
                                        begin
                                            state <= mrcg;
                                            count <= 8'd21;
                                            count_c <= 8'd16;
                                        end
                                    else
                                        begin
                                            count <= count - 1'b1;
                                            count_c <= count_c - 1'b1;
                                            m <= 3'b010;
                                            c <= 3'b100;
                                            mr <= 1'b0;
                                            my <= 1'b1;
                                            mg <= 1'b0;
                                            cy <= 1'b0;
                                            cr <= 1'b1;
                                            cg <= 1'b0;
                                            state <= mycr;
                                        end 
                                end
                        end
                        mrcg:
                        begin
                            if(cs == 0)
                                begin
                                    count <= 8'd25;
                                    count_c <= 8'd30;
                                    state <= mgcr;
                                end
                            else
                                begin
                                    if(count_c == 1)
                                        begin
                                            state <= mrcy;
                                            count_c <= 8'd5;
                                            count <= 8'd5;
                                        end
                                    else
                                        begin
                                            count <= count - 1'b1;
                                            count_c <= count_c - 1'b1;
                                            m <= 3'b100;
                                            c <= 3'b001;
                                            mr <= 1'b1;
                                            my <= 1'b0;
                                            mg <= 1'b0;
                                            cy <= 1'b0;
                                            cr <= 1'b0;
                                            cg <= 1'b1;
                                            state <= mrcg;
                                        end
                                end
                        end
                        mrcy:
                        begin
                            if(cs == 0)
                                begin
                                    if(count_c == 1)
                                        begin
                                            state <= NOC;
                                            count_c <= 8'd0;
                                            count <= 8'd0;
                                        end
                                    else
                                        begin
                                            count <= count - 1'b1;
                                            count_c	<= count_c - 1'b1;
                                            m <= 3'b100;
                                            c <= 3'b010;
                                            mr <= 1'b1;
                                            my <= 1'b0;
                                            mg <= 1'b0;
                                            cy <= 1'b1;
                                            cr <= 1'b0;
                                            cg <= 1'b0; 
                                            state <= mrcy;
                                        end
                                end
                            else
                                begin
                                    if(count == 1)
                                        begin
                                            state <= mgcr;
                                            count <= 8'd25;
                                            count_c <= 8'd30;
                                        end
                                    else
                                        begin
                                            count <= count - 1'b1;
                                            count_c <= count_c - 1'b1;
                                            m <= 3'b100;
                                            c <= 3'b010;
                                            mr <= 1'b1;
                                            my <= 1'b0;
                                            mg <= 1'b0;
                                            cy <= 1'b1;
                                            cr <= 1'b0;
                                            cg <= 1'b0; 
                                            state <= mrcy;
                                        end
                                end
                        end
                        NOC:
                        begin
                            if(cs == 1)
                                begin
                                    state <= mgcr;
                                    count <= 8'd25;
                                    count_c <= 8'd30;
                                    m <= 3'b001;
                                    c <= 3'b100;
                                    mr <= 1'b0;
                                    my <= 1'b0;
                                    mg <= 1'b1;
                                    cy <= 1'b0;
                                    cr <= 1'b1;
                                    cg <= 1'b0;
                                end
                            else
                                begin
                                    m <= 3'b000;
                                    c <= 3'b000;
                                    mr <= 1'b0;
                                    my <= 1'b0;
                                    mg <= 1'b1;
                                    cy <= 1'b0;
                                    cr <= 1'b1;
                                    cg <= 1'b0;
                                    count <= 0;
                                    count_c <= 99;
                                    state <= NOC;
                                end
                        end 
                    endcase
                end
	end
endmodule 
==> config.mk <==
export PLATFORM = sky130hd
export DESIGN_NAME = traffic
export DESIGN_NICKNAME = traffic
export VERILOG_FILES = /design/flow/design.v
export SDC_FILE = /design/flow/constraint.sdc
export NUM_CORES = 4
export LEC_CHECK = 1
export CORE_UTILIZATION = 30
==> constraint.sdc <==
current_design traffic

set clk_period 4.4
set clk_io_pct 0.2

create_clock -name clk0 -period $clk_period [get_ports {clk}]

set non_clock_inputs [all_inputs -no_clocks]
set_input_delay [expr $clk_period * $clk_io_pct] -clock clk0 $non_clock_inputs
set_output_delay [expr $clk_period * $clk_io_pct] -clock clk0 [all_outputs]
==> run.sh <==
#!/bin/bash
# OpenROAD 26Q1-2900-gdf79404cd8, Yosys 0.63+post, stock flow scripts
make -C /OpenROAD-flow-scripts/flow DESIGN_CONFIG=/design/flow/config.mk WORK_HOME=/design/flow/orfs finish
==> metrics.cfg <==
[status]
outcome = finished clean

[sta]
fin_skew_ns = 0.0119
fin_ws_ns = 1.54
slew_headroom_pct = 35.1
maxSlewViolCount = 0
grt_setup_unrepaired = no
worst_pin_slew_ns = 0.964
fmax_mhz = 349
min_period_ns = 2.86
tns_ns = 0
fin_crit_sh_pct = 65.1
finalSetupViolations = 0
hold_violations = 0

[cells_and_area]
final_area_mm2 = 0.00237
drive_above_1_share_pct = 11.1
instances_no_fill = 339
area_growth_pct = 18.6

[clocking]
cts_setup_buffers = 0
cts.sinks = 27
cts-htree-levels = 1
root_buffer = clkbuf_8
hold_buffers = 0
cts_tree = yes
insertion_delay_ns = 0.28
cts_resized = 0
path_clk_slew_ns = 0.11
clk_path_buf_depth = 2
cts_buffers = 3

[worst_setup_path]
crit_family = AND-OR/OR-AND gates
arrival_ns = 3.05
max_stage_delay_ns = 0.76
cp_cell_sequence = clkdlybuf4s50_1, inv_1, and4_1, o32ai_2, o21ai_1, a211oi_1
cp-start-kind = primary input
r2r_cells = 5
critical_path_class = primary input to flip-flop
timing.critical_path.buf_inv = 2
ff2ff_setup_slack_ns = 1.73
crit_path_max_fanout = 14
endpoint_kind = flip-flop
crit_required_ns = 4.59
crit_cells = 6
slowest_stage = clkdlybuf4s50_1

[route]
drt-initial-drc-count = 267
wirelength_mm = 5.74
drcViolationCount = 0
routed.top_layer = met4
wl_met2_mm = 2.60
diodes = 0
vias = 1981
wl_per_cell_um = 16.9
wl_met1_mm = 2.71
drtAntennaViolNets = 0
viasPerCell = 5.84
dr_wl_met3_um = 329
firstDrtPassIters = 4

[grt]
grt_pass1_vias = 1837
antenna_found_initial = 0
grt.total_usage_pct = 17.1
grt_pass1_wl_mm = 9.59
grt_overflow = 0
grt_max_degree = 23

[job]
warnings = 27
max_cap_violations = 0

[power_and_ir_drop]
power_leakage_nw = 0.874
peakVddDrop_v = 0.000138
power_density_mw_per_mm2 = 346
design_power_total_uw = 821

[floorplan]
die_h_um = 83.7
die_w_um = 83.7
fp-row-count = 29
initCoreUtil_pct = 31.3
core_area_mm2 = 0.00639
die_area_mm2 = 0.00700
pin_count = 27

[synth]
flop_cell = dfrtp_1
top_cells_by_count = a21oi_1, nand2_1, nor2_1
synth_async_sr_flop_share_pct = 77.8
yosys_area_mm2 = 0.00200
synth_area_per_cell_um2 = 8.23
edf_count = 6
ys_top_cells_by_area = dfrtp_1, dfstp_2, edfxtp_1, a21oi_1, nand2_1
ys_ff = 27
synthDistinctLibCells = 58
top_cell_area_share_pct = 16.3
synthMostInstantiatedCell = a21oi_1
synth_warnings = 1
ys_cells = 243
syn_area_mm2 = 0.00200
netlist_instances = 243
yosysSeqAreaShare_pct = 35.8
yosysTopAreaCell = dfrtp_1

[place]
preCtsSetupSlack_ns = 1.28
portBuffers = 26
place_inst = 335
dp_hpwl_mm = 3.94
place.gp.congestion = 0.898
post_dp_cell_area_mm2 = 0.00233

[hold_path]
hold_class = flip-flop to flip-flop
holdPathStages = 2

## through the flow
stage | utilization, % | hold slack (ns)
4_1_cts | 37.1 | 0.568
3_5_place_dp | 36.4 | 0.551
3_3_place_gp | 36.4 | 0.540
2_1_floorplan | - | 0.493
6_report | 37.1 | 0.568
5_1_grt | 37.1 | 0.605
## cells by family (layout without fill, tap and decap cells)
kind of cell	after synthesis	after routing	synth area share (%)
multiplexers	1	1	0.563
AND/OR/NAND/NOR	90	90	24.1
XOR/XNOR	2	2	0.876
adder cells (fa/ha/maj)	4	4	2.50
flip-flops	27	27	35.8
AND-OR/OR-AND	91	91	30.8
buffers and inverters	28	47	5.44
## per-layer routing
metal | vias up | GRT usage, %
li1 | 955 | -
met3 | 8 | 1.71
met4 | 0 | 3.24
met1 | 940 | 28.2
met5 | - | 0
met2 | 78 | 25.3
## tightest hold or removal path, stage by stage, from the launching register on
cell and delay, ns:
dfstp_2 0.41, inv_1 0.10, a2bb2oi_1 0.07
## layout make-up
type | count | area [um^2]
Fill cell | 664 | 4010
Multi-Input combinational cell | 188 | 1180
Sequential cell | 27 | 716
Timing Repair Buffer | 30 | 290
Tap cell | 77 | 96.3
Inverter | 13 | 48.8
Clock buffer | 4 | 45.0
## layout by cell type (no fill, tap or decap), drive strengths merged, types with 3 or more instances in the layout
| master | count |
|---|---|
| nor3 | 12 |
| nor4 | 3 |
| clkdlybuf4s50 | 26 |
| o21ai | 15 |
| dfrtp | 13 |
| buf | 4 |
| and3 | 3 |
| nand3 | 4 |
| dfstp | 8 |
| o22ai | 8 |
| a221oi | 3 |
| a211oi | 3 |
| a22o | 3 |
| edfxtp | 6 |
| ha | 4 |
| inv | 13 |
| a31oi | 5 |
| clkbuf | 4 |
| and2 | 4 |
| o31ai | 3 |
| a311oi | 4 |
| a21oi | 27 |
| nand2 | 26 |
| nor2 | 24 |
| nor4b | 3 |
## sequential cells by signal, indices dropped and copies added, names as in the netlist
signal,flops
count,8
my,1
mr,1
cy,1
state,5
cr,1
cg,1
count_c,8
mg,1
## worst paths after layout
check | from | endpoint
setup / recovery | cs | count[2]$_DFFE_PP0P_
hold / removal | count_c[1]$_DFFE_PP1P_ | count_c[1]$_DFFE_PP1P_
setup reg to reg | state[4]$_DFF_PP0_ | mr$_DFFE_PP_
hold reg to reg | count_c[1]$_DFFE_PP1P_ | count_c[1]$_DFFE_PP1P_
max in group asynchronous | set | count[0]$_DFFE_PP1P_
min in group asynchronous | set | count_c[6]$_DFFE_PP0P_
## report_power, final
group	switching (mW)	leakage, nW	internal (mW)	total (mW)
Sequential	0.0821	0.287	0.319	0.401
Combinational	0.112	0.564	0.157	0.268
Clock	0.0862	0.0228	0.0651	0.151
No activity file was given, so power comes from the tool's default toggle rates.
